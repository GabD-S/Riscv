[design/flow/design.v]
parameter
   ZERO     = 32'd0,	 
	OPAND		= 5'd0,
	OPOR		= 5'd1,
	OPXOR		= 5'd2,
	OPADD		= 5'd3,
	OPSUB		= 5'd4,
	OPSLT		= 5'd5,
	OPSLTU	= 5'd6,
	OPSLL		= 5'd7,
	OPSRL		= 5'd8,
	OPSRA		= 5'd9,
	OPLUI		= 5'd10,
	OPMUL		= 5'd11,
	OPMULH	= 5'd12,
	OPMULHU	= 5'd13,
	OPMULHSU	= 5'd14,
	OPDIV		= 5'd15,
	OPDIVU	= 5'd16,
	OPREM		= 5'd17,
	OPREMU	= 5'd18,
	OPNULL	= 5'd31,  
	OPC_LOAD        	= 7'b0000011,
	OPC_OPIMM      		= 7'b0010011,
	OPC_STORE      	= 7'b0100011,
	OPC_RTYPE    		= 7'b0110011,
	OPC_BRANCH     	= 7'b1100011,
	OPC_LUI         	= 7'b0110111,
	OPC_JALR       	= 7'b1100111,
	OPC_JAL        	= 7'b1101111,
	FUNCT7_ADD			 = 7'b0000000,
   FUNCT7_SUB         = 7'b0100000,
	FUNCT7_SLT			 = 7'b0000000,
	FUNCT7_OR			 = 7'b0000000,
	FUNCT7_AND			 = 7'b0000000,
	FUNCT3_LW			= 3'b010,
	FUNCT3_SW			= 3'b010,	
	FUNCT3_ADD			= 3'b000,
	FUNCT3_SUB			= 3'b000,
	FUNCT3_SLT			= 3'b010,
	FUNCT3_OR			= 3'b110,
	FUNCT3_AND			= 3'b111,	
	FUNCT3_BEQ			= 3'b000,
	FUNCT3_JALR			= 3'b000,	
	TEXT_ADDRESS = 32'h0040_0000,
	DATA_ADDRESS = 32'h1001_0000,
	STACK_ADDRESS = 32'h1001_03FC;
module Registers (
    input wire 			iCLK, iRST, iRegWrite,
    input wire  [4:0] 	iReadRegister1, iReadRegister2, iWriteRegister,
    input wire  [31:0] 	iWriteData,
    output wire [31:0] 	oReadData1, oReadData2,
    input wire  [4:0] 	iRegDispSelect,
    output reg  [31:0] 	oRegDisp
    );
reg [31:0] registers[31:0];
parameter  SPR=5'd2, GPR=5'd3;                     
reg [5:0] i;
initial
	begin
		for (i = 0; i <= 31; i = i + 1'b1)
			registers[i] = 32'd0;
		registers[SPR] <= STACK_ADDRESS;
		registers[GPR] <= DATA_ADDRESS;
	end
assign oReadData1 =	registers[iReadRegister1];
assign oReadData2 =	registers[iReadRegister2];
assign oRegDisp 	=	registers[iRegDispSelect];
always @(posedge iCLK or posedge iRST)
begin
    if (iRST)
    begin  
        for (i = 0; i <= 31; i = i + 1'b1)
            registers[i] = 32'b0;
		  registers[SPR] <= STACK_ADDRESS; 
		  registers[GPR] <= DATA_ADDRESS;
    end
    else
	 begin
		i<=6'b0;  
		if(iRegWrite && (iWriteRegister != 5'b0))
				registers[iWriteRegister] <= iWriteData;
	 end
end
endmodule
[design/flow/config.mk]
export PLATFORM = sky130hd
export DESIGN_NAME = Registers
export DESIGN_NICKNAME = Registers
export VERILOG_FILES = /design/flow/design.v
export SDC_FILE = /design/flow/constraint.sdc
export NUM_CORES = 4
export LEC_CHECK = 1
export CORE_UTILIZATION = 40
[design/flow/run.sh]
#!/bin/bash
# OpenROAD 26Q1-2900-gdf79404cd8, Yosys 0.63+post, stock flow scripts
make -C /OpenROAD-flow-scripts/flow DESIGN_CONFIG=/design/flow/config.mk WORK_HOME=/design/flow/orfs finish
[design/flow/constraint.sdc]
current_design Registers

set clk_period 8.7
set clk_io_pct 0.2

create_clock -name clk0 -period $clk_period [get_ports {iCLK}]

set non_clock_inputs [all_inputs -no_clocks]
set_input_delay [expr $clk_period * $clk_io_pct] -clock clk0 $non_clock_inputs
set_output_delay [expr $clk_period * $clk_io_pct] -clock clk0 [all_outputs]
==> qor.csv <==
metric,value,unit
Layout Cells excl Fill,7622,
Final period util,99.46,%
Port Buf Inserts,150,
Max Clock Freq,0.1156,GHz
Die ar.,0.1466,mm^2
CTS buffer count,114,
nature of the critical path endpoint,output port,
initial antenna violation count,59,
Comb area,0.03066,mm^2
max FFs per register,1024,
Tool Warnings,53,
drc violations,0,
Least-Margin Pin Slew,1.506,ns
Worst IR Drop VDD,210.2,uV
Setup CP Type,in -> out,
CTS tree,done,
total leakage power,28.51,nW
Tot Pwr,0.01508,W
PostCTS Resize Cnt,0,
Critical Path RT,6.96,ns
cells in synth_stat.txt,5399,
"Registers, synthesis",1024,
hold_sp,registers[0][4],
post-route cell area,0.06808,mm^2
r2r startpoint,registers[22][18],
Reg2Reg Capture Point,registers[22][18],
Post-DP HPWL,292000,um
Syn Area/Cell,10.74,um^2
Syn-to-layout area delta,17.35,%
metal3 WL,80790,um
HP Class,reg -> reg,
met2 wire length,166000,um
worst setup margin,0.04674,ns
"top cells, area","dfrtp_1 44%, mux2_2 20%, a22oi_1 14%",
Floorplan Utilization,40.33,%
Post-DRT Antenna Nets,0,
CTS root buf,clkbuf_16,
Critical Path Fanout Max,13,
RD Place Congestion,1.163,
die height,382.8,um
Max-area cell share,43.65,%
sum of routed wire segments on met1,153300,um
R2R cell count,1,
Fin. Hold Viols,0,
Cell Type Count,73,
RSZ-0062 raised after global routing,no,
# placed instances,7306,
Core ar.,0.1438,mm^2
"Seq share, synth",44.20,%
Synth warnings,3,
Power Density,221.5,mW/mm^2
main flop type,dfrtp_1,
Via density,8.381,
H-tree depth,3,
"Reg clk slew, reported paths",0.06,ns
Reg with most FFs,registers,
register area,0.02564,mm^2
CTS Sinks,1024,
clock tree buffer depth,3,
Min-Delay Endpoint,registers[0][4],
CP Launch Type,primary input,
CTS Hold Bufs,0,
count of library flops with an enable pin,0,
Fin Clk Skew,0,ns
grt ovf,0,
number of fill cells,13070,
Hold Path Depth,0,
via count,63880,
Clock Latency Late Sink,0.76,ns
first-pass GRT wire length,581800,um
Netlist Area Pre-Place,0.05801,mm^2
Slew Limit Fails,8,
Yosys Chip Area,0.05801,mm^2
Setup WS pre-CTS,0.5476,ns
r2r setup slk,7.57,ns
I/O pins,151,
Setup TNS,0,ns
layout cells sized above 1,32.40,%
largest net degree at the start of global routing,124,
Tot GR Track Use,62.98,%
failing checks,"capacitance limit, slew limit",
post-synthesis instance total,5399,
Top Registers,registers (1024),
Top Layer Used,met5,
post-CTS setup buffers,0,
drt first-iter violations,9873,
crit path time final,8.653,ns
Total Wirelength,448200,um
vias in the first global route,59120,
max_cap viols,1,
First-pass DRT Iterations,27,
routed len/inst,58.80,um
Final setup viols,0,
crit path DAT,6.91,ns
run status,"complete, but fails checks",
die width,382.8,um
row cnt,139,
async set or reset register ratio after synthesis,100.0,%
post-synth top area cell,dfrtp_1,
dpl cell area,0.06388,mm^2
slew margin rel.,-0.3679,%
critical path: stages:
cell	delay, ns
buf_2	0.55
buf_4	0.32
or3b_1	1.15
nor2_4	0.21
buf_4	0.35
a22oi_1	0.19
nand4_1	0.25
a2111oi_0	1.25
a31oi_1	0.32
clkdlybuf4s50_1	0.51
Yosys cell counts, drive strengths merged, types with 7 or more instances:
| cell type | n |
|---|---|
| a22oi | 1083 |
| mux2 | 1020 |
| dfrtp | 1012 |
| buf | 293 |
| nand2 | 277 |
| clkbuf | 272 |
| nor2 | 260 |
| nand4 | 157 |
| a21oi | 116 |
| nor3 | 112 |
| nand3 | 81 |
| a22o | 79 |
| mux2i | 67 |
| a221oi | 57 |
| o21ai | 47 |
| and3 | 35 |
| nor4 | 35 |
| a31oi | 33 |
| a32oi | 32 |
| a222oi | 30 |
| nor2b | 29 |
| a2111oi | 19 |
| and4 | 19 |
| nand2b | 19 |
| and2 | 17 |
| o22a | 14 |
| o32a | 14 |
| nand3b | 13 |
| dfstp | 12 |
| inv | 12 |
| a221o | 11 |
| o2111ai | 10 |
| or3 | 10 |
| o211ai | 9 |
| o22ai | 9 |
| a32o | 8 |
| nor3b | 8 |
| or3b | 7 |
placed cells by master (no fill, tap or decap), types with 77 or more instances in the layout:
master,count
nand2_1,263
dfrtp_1,1012
nand4_1,157
a21oi_1,116
nor2_1,163
clkbuf_16,115
clkdlybuf4s50_1,135
nand3_1,77
nor3_1,98
a22oi_1,1083
mux2_2,1020
nor2_4,90
diode_2,102
a22o_1,79
buf_4,374
area by class of cell:
type	instances	area share, %
diodes	102	0.3749
clock buffers	150	4.685
clock inverters	64	1.101
inverters	12	0.07168
multi-input cells	3798	45.04
flip-flops and latches	1024	37.66
well taps	1903	3.498
repair buffers	569	7.565
through the flow:
stage                     utilization [%]  hold slack [ns]
final                               47.33           0.4266
after global routing                47.17           0.4449
after CTS                           47.15           0.4299
after detailed placement            44.42           0.4159
after global placement              44.42           0.4163
after floorplan                         -           0.4662
kinds of logic (layout without fill, tap and decap cells):
| kind of cell | count (synthesis) | count (layout) | share of synthesized area, % |
|---|---|---|---|
| AND-OR/OR-AND | 1614 | 1614 | 20.91 |
| AND/OR/NAND/NOR | 1094 | 1094 | 9.512 |
| multiplexers | 1090 | 1090 | 21.07 |
| flip-flops | 1024 | 1024 | 44.20 |
| buffers and inverters | 577 | 795 | 4.305 |
| other | 0 | 102 | 0 |
worst max path at each step:
| stage | startpoint | endpoint |
|---|---|---|
| 4_1_cts | iReadRegister1[2] | oReadData1[13] |
| 5_1_grt | iReadRegister1[2] | oReadData1[13] |
| 6_report | iReadRegister1[2] | oReadData1[13] |
report_power, final:
group / leakage [nW] / internal [W] / total, W / switching [W]
Combinational: 13.5 / 0.00122 / 0.00260 / 0.00138
Clock: 1.93 / 0.00293 / 0.00521 / 0.00229
Sequential: 13.1 / 0.00565 / 0.00726 / 0.00160
Total: 28.5 / 0.00981 / 0.0151 / 0.00527
per-layer routing:
metal | up-vias | track usage [%]
li1 | 21520 | -
met1 | 31870 | 73.27
met2 | 7481 | 75.90
met3 | 2961 | 47.57
met4 | 52 | 48.40
met5 | - | 10.52
Power is estimated from default activity; no workload was simulated.
