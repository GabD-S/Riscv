$ cat flow/config.mk
export PLATFORM = sky130hd
export DESIGN_NAME = ALU
export DESIGN_NICKNAME = ALU
export VERILOG_FILES = /design/flow/design.v
export SDC_FILE = /design/flow/constraint.sdc
export NUM_CORES = 4
export LEC_CHECK = 1
export CORE_UTILIZATION = 40
$ cat flow/constraint.sdc
current_design ALU

set clk_period 344.6
set clk_io_pct 0.2

create_clock -name clk0 -period $clk_period

set non_clock_inputs [all_inputs -no_clocks]
set_input_delay [expr $clk_period * $clk_io_pct] -clock clk0 $non_clock_inputs
set_output_delay [expr $clk_period * $clk_io_pct] -clock clk0 [all_outputs]
$ cat flow/design.v
parameter
   ZERO     = 32'd0,	 
	OPAND		= 5'd0,
	OPOR		= 5'd1,
	OPXOR		= 5'd2,
	OPADD		= 5'd3,
	OPSUB		= 5'd4,
	OPSLT		= 5'd5,
	OPSLTU	= 5'd6,
	OPSLL		= 5'd7,
	OPSRL		= 5'd8,
	OPSRA		= 5'd9,
	OPLUI		= 5'd10,
	OPMUL		= 5'd11,
	OPMULH	= 5'd12,
	OPMULHU	= 5'd13,
	OPMULHSU	= 5'd14,
	OPDIV		= 5'd15,
	OPDIVU	= 5'd16,
	OPREM		= 5'd17,
	OPREMU	= 5'd18,
	OPNULL	= 5'd31,  
	OPC_LOAD        	= 7'b0000011,
	OPC_OPIMM      		= 7'b0010011,
	OPC_STORE      	= 7'b0100011,
	OPC_RTYPE    		= 7'b0110011,
	OPC_BRANCH     	= 7'b1100011,
	OPC_LUI         	= 7'b0110111,
	OPC_JALR       	= 7'b1100111,
	OPC_JAL        	= 7'b1101111,
	FUNCT7_ADD			 = 7'b0000000,
   FUNCT7_SUB         = 7'b0100000,
	FUNCT7_SLT			 = 7'b0000000,
	FUNCT7_OR			 = 7'b0000000,
	FUNCT7_AND			 = 7'b0000000,
	FUNCT3_LW			= 3'b010,
	FUNCT3_SW			= 3'b010,	
	FUNCT3_ADD			= 3'b000,
	FUNCT3_SUB			= 3'b000,
	FUNCT3_SLT			= 3'b010,
	FUNCT3_OR			= 3'b110,
	FUNCT3_AND			= 3'b111,	
	FUNCT3_BEQ			= 3'b000,
	FUNCT3_JALR			= 3'b000,	
	TEXT_ADDRESS = 32'h0040_0000,
	DATA_ADDRESS = 32'h1001_0000,
	STACK_ADDRESS = 32'h1001_03FC;
module ALU (
	input 		 [4:0]  iControl,
	input signed [31:0] iA, 
	input signed [31:0] iB,
	output logic [31:0] oResult
	);
wire [63:0] mul, mulu, mulsu;
assign mul 	= $signed(iA) * $signed(iB);
assign mulu = $unsigned(iA) * $unsigned(iB);
assign mulsu= $signed(iA) * $unsigned(iB);
always @(*)
begin
    case (iControl)
		OPAND:
			oResult  <= iA & iB;
		OPOR:
			oResult  <= iA | iB;
		OPXOR:
			oResult  <= iA ^ iB;
		OPADD:
			oResult  <= iA + iB;
		OPSUB:
			oResult  <= iA - iB;
		OPSLT:
			oResult  <= iA < iB;
		OPSLTU:
			oResult  <= $unsigned(iA) < $unsigned(iB);
		OPSLL:
			oResult  <= iA << iB[4:0];
		OPSRL:
			oResult  <= iA >> iB[4:0];
		OPSRA:
			oResult  <= iA >>> iB[4:0];
		OPLUI:
			oResult  <= iB;
		OPMUL:
			oResult  <= mul[31:0];
		OPMULH:
			oResult  <= mul[63:32];
		OPMULHU:
			oResult  <= mulu[63:32];
		OPMULHSU:
			oResult  <= mulsu[63:32];
		OPDIV:
			oResult  <= iA / iB;
		OPDIVU:
			oResult  <= $unsigned(iA) / $unsigned(iB);
		OPREM:
			oResult  <= iA % iB;
		OPREMU:
			oResult  <= $unsigned(iA) % $unsigned(iB);	
		OPNULL:
			oResult  <= ZERO;
		default:
			oResult  <= ZERO;
    endcase
end
endmodule
$ cat flow/run.sh
#!/bin/bash
# OpenROAD 26Q1-2900-gdf79404cd8, Yosys 0.63+post, stock flow scripts
make -C /OpenROAD-flow-scripts/flow DESIGN_CONFIG=/design/flow/config.mk WORK_HOME=/design/flow/orfs finish
==> impl_metrics.json <==
{
  "critPathCaptureType": "output port",
  "io_pins": 101,
  "period_used_pct": 70.0,
  "ys_seq_share_pct": 0,
  "syn_area_um2": 123000,
  "finalSetupTns_ns": 0,
  "fmax_ghz": 0.00415,
  "violations": "capacitance limit, slew limit",
  "grt_max_degree": 77,
  "slew_headroom_pct": -12.3,
  "rows": 203,
  "ctsHoldBuffers": 0,
  "p_sw_mw": 1.92,
  "vdd_drop_max_mv": 0.0936,
  "hold_depth": 8,
  "cts.repair.resized": 0,
  "critPathLaunch": "iB[1]",
  "syn_area_per_cell_um2": 7.48,
  "fin_crit_ns": 241.25,
  "design.seq.count": 0,
  "whs_endpoint": "oResult[23]",
  "total_power_mw": 3.05,
  "pre_cts_ws_ns": 106.89,
  "fp_util_pct": 40.3,
  "portBuffers": 101,
  "yosysUniqueCellTypes": 120,
  "worstHoldStart": "iB[3]",
  "finalSetupViolations": 0,
  "start_kind": "input port",
  "drv_slew": 2,
  "drive_above_1_share_pct": 7.14,
  "core_area_um2": 306000,
  "finish.utilization_pct": 43.1,
  "synth_cells": 16500,
  "via_count": 127000,
  "worstPathRequired_ns": 275.68,
  "cpMostUsedCell": "ha_1",
  "ys_area_um2": 123000,
  "cts_setup_buffers": 0,
  "wl_per_cell_um": 31.1,
  "synth.yosys.warnings": 1,
  "worstPathArrival_ns": 172.33,
  "ys_cells": 16500,
  "cap_violations": 1,
  "hpwl_um": 526000,
  "fp.dieH_um": 557,
  "power.share.switching_pct": 63.1,
  "area_growth_pct": 7.00,
  "drt_pass1_iterations": 6,
  "die_x_um": 557,
  "grt-ovfl-total": 0,
  "seq_area_um2": 0,
  "lay_top_count": "nand2_1",
  "antenna_found_initial": 91,
  "worst-setup-path-type": "input port to output port",
  "leakagePower_nw": 63.7,
  "rsz0062_at_grt": "false",
  "wirelength_um": 645000,
  "hp-class": "input port to output port",
  "hold_slack_ns": 139.79,
  "vias_per_cell": 6.14,
  "hold_violations": 0,
  "die-area_um2": 311000,
  "drc": 0,
  "grtUsageTotal_pct": 42.7,
  "cp_max_fo": 38,
  "grt_pass1_wl_um": 913000,
  "grt_pass1_vias": 124000,
  "slowest_stage": "o21ai_0",
  "gp_congestion": 1.13,
  "drt_iter0_drc": 11400,
  "tightest_slew_ns": 1.67,
  "fin_ws_ns": 103.35,
  "clock_buffers": 0,
  "intPower_mw": 1.13,
  "layout_top_cells": "1977 x nand2_1, 1857 x inv_1, 1610 x ha_1",
  "outcome": "finished, violations left",
  "power_density_nw_per_um2": 23.1,
  "cpPeakStageDelay_ns": 0.93,
  "postRouteAntennaNets": 0,
  "tool_warnings": 101,
  "n_fill_cell": 31800
}
[through the flow]
step / cell area, um^2 / std cells
floorplan: 123000 / 16500
global placement: 132000 / 20600
detailed placement: 132000 / 20600
CTS: 132000 / 20600
global route: 132000 / 20700
finish: 132000 / 20700
[how the worst max path moves through the flow]
stage,endpoint,cells after the start
after global routing,oResult[29],347
after CTS,oResult[29],342
final,oResult[26],342
[kinds of logic (layout without fill, tap and decap cells)]
kind of cell | Yosys count | count (layout) | synth area share [%]
xor+xnor | 996 | 996 | 7.08
mux | 278 | 278 | 2.43
buf+inv | 2580 | 2607 | 7.94
fa+ha+maj | 3084 | 3084 | 40.2
other cells | 2 | 78 | 0.00609
simple gates | 5448 | 5448 | 20.2
compound gates | 4108 | 4108 | 22.1
[final cells by class]
cell class / count / area, um^2 / area share [%]
antenna: 74 / 185 / 0.140
inverter: 1900 / 7140 / 5.41
multi-input combinational: 13900 / 114000 / 86.5
tap: 4100 / 5130 / 3.89
timing repair buffer: 707 / 5320 / 4.03
[power groups by stage]
stage	sequential, mW	combinational [mW]	clock [mW]
5_1_grt	0	3.28	0.0000000112
4_1_cts	0	2.98	0
[Yosys cell counts (all sizes together) (48+ instances only)]
| cell type | instances | share of area, % |
|---|---|---|
| o21a | 328 | 2.0 |
| and2 | 107 | 0.54 |
| a211oi | 155 | 0.97 |
| o211ai | 143 | 0.89 |
| o21bai | 117 | 0.71 |
| a21boi | 62 | 0.38 |
| a31oi | 195 | 1.0 |
| nand4 | 148 | 0.78 |
| nand3 | 321 | 1.3 |
| nor2b | 146 | 0.74 |
| and3 | 111 | 0.56 |
| nand2b | 111 | 0.56 |
| nor3 | 457 | 1.9 |
| xor2 | 350 | 2.5 |
| inv | 1874 | 5.7 |
| o31ai | 105 | 0.66 |
| nand2 | 1978 | 6.0 |
| a221oi | 82 | 0.60 |
| a21oi | 1077 | 4.4 |
| a21o | 397 | 2.4 |
| buf | 239 | 0.82 |
| o21ai | 768 | 3.1 |
| or3 | 146 | 0.74 |
| fa | 1474 | 24 |
| mux2 | 113 | 1.0 |
| xnor2 | 646 | 4.6 |
| or2 | 112 | 0.57 |
| mux2i | 159 | 1.3 |
| o221ai | 48 | 0.35 |
| nor2 | 1539 | 4.7 |
| nor4 | 101 | 0.59 |
| ha | 1610 | 16 |
| clkbuf | 441 | 1.3 |
| a211o | 67 | 0.48 |
[critical path, delay by kind of cell]
family | cells | cell delay, ns
AOI/OAI and AO/OA | 169 | 50.83
and+or+nand+nor | 111 | 33.64
adders and majority gates | 32 | 10.64
buffers and inverters | 24 | 6.09
muxes | 5 | 1.58
xor gates and xnor gates | 1 | 0.15
[routing by layer]
layer  share of wire (%)  GRT usage (%)
met1                  39           55.1
met2                  42           61.0
met3                  12           15.8
met4                 7.7           26.8
met5               0.074           1.33
