--- flow/run.sh ---
#!/bin/bash
# OpenROAD 26Q1-2900-gdf79404cd8, Yosys 0.63+post, stock flow scripts
make -C /OpenROAD-flow-scripts/flow DESIGN_CONFIG=/design/flow/config.mk WORK_HOME=/design/flow/orfs finish
--- flow/config.mk ---
export PLATFORM = sky130hd
export DESIGN_NAME = ALUMin
export DESIGN_NICKNAME = ALUMin
export VERILOG_FILES = /design/flow/design.v
export SDC_FILE = /design/flow/constraint.sdc
export NUM_CORES = 4
export LEC_CHECK = 1
export CORE_UTILIZATION = 30
--- flow/constraint.sdc ---
current_design ALUMin

set clk_period 17.2
set clk_io_pct 0.2

create_clock -name clk0 -period $clk_period

set non_clock_inputs [all_inputs -no_clocks]
set_input_delay [expr $clk_period * $clk_io_pct] -clock clk0 $non_clock_inputs
set_output_delay [expr $clk_period * $clk_io_pct] -clock clk0 [all_outputs]
--- flow/design.v ---
parameter
   ZERO     = 32'd0,	 
	OPAND		= 5'd0,
	OPOR		= 5'd1,
	OPXOR		= 5'd2,
	OPADD		= 5'd3,
	OPSUB		= 5'd4,
	OPSLT		= 5'd5,
	OPSLTU	= 5'd6,
	OPSLL		= 5'd7,
	OPSRL		= 5'd8,
	OPSRA		= 5'd9,
	OPLUI		= 5'd10,
	OPMUL		= 5'd11,
	OPMULH	= 5'd12,
	OPMULHU	= 5'd13,
	OPMULHSU	= 5'd14,
	OPDIV		= 5'd15,
	OPDIVU	= 5'd16,
	OPREM		= 5'd17,
	OPREMU	= 5'd18,
	OPNULL	= 5'd31,  
	OPC_LOAD        	= 7'b0000011,
	OPC_OPIMM      		= 7'b0010011,
	OPC_STORE      	= 7'b0100011,
	OPC_RTYPE    		= 7'b0110011,
	OPC_BRANCH     	= 7'b1100011,
	OPC_LUI         	= 7'b0110111,
	OPC_JALR       	= 7'b1100111,
	OPC_JAL        	= 7'b1101111,
	FUNCT7_ADD			 = 7'b0000000,
   FUNCT7_SUB         = 7'b0100000,
	FUNCT7_SLT			 = 7'b0000000,
	FUNCT7_OR			 = 7'b0000000,
	FUNCT7_AND			 = 7'b0000000,
	FUNCT3_LW			= 3'b010,
	FUNCT3_SW			= 3'b010,	
	FUNCT3_ADD			= 3'b000,
	FUNCT3_SUB			= 3'b000,
	FUNCT3_SLT			= 3'b010,
	FUNCT3_OR			= 3'b110,
	FUNCT3_AND			= 3'b111,	
	FUNCT3_BEQ			= 3'b000,
	FUNCT3_JALR			= 3'b000,	
	TEXT_ADDRESS = 32'h0040_0000,
	DATA_ADDRESS = 32'h1001_0000,
	STACK_ADDRESS = 32'h1001_03FC;
module ALUMin (
	input 		 [4:0]  iControl,
	input signed [31:0] iA, 
	input signed [31:0] iB,
	output logic [31:0] oResult,
	output logic        oZero
	);
assign zero = (iA == iB);
always @(*)
begin
    case (iControl)
		OPAND:
			oResult  <= iA & iB;
		OPOR:
			oResult  <= iA | iB;
		OPADD:
			oResult  <= iA + iB;
		OPSUB:
			oResult  <= iA - iB;
		OPSLT:
			oResult  <= iA < iB;
		OPNULL:
			oResult  <= ZERO;
		default:
			oResult  <= ZERO;
    endcase
end
endmodule
==> results.ini <==
[critical_path]
path_buffers=3
crit_path_end_kind=output port
crit_fanout=5
critPathMostFrequentCell=o21ai_1
crit_family=AND-OR/OR-AND gates
worst_setup_path_start_kind=input port
cpPeakStageDelay_ns=0.48
arrival_ns=7.20
crit_chain=clkdlybuf4s50_1 > inv_1 > ha_1 > fa_1 > o21bai_1 > a21oi_1 > o21ai_1 > a311oi_2 > o21ai_1 > a21oi_2 > o31ai_2 > o2111ai_1 > a21o_1 > o21ai_1 > clkdlybuf4s50_1
criticalPathCategory=input port to output port
worst_ep_required_time_ns=13.76
cp_slowest_cell=clkdlybuf4s50_1

[layout]
seqCellArea_um2=0
area_growth_pct=24.02
clkbuf_count=0
layout.cells.non_filler=978
logic_area_um2=4158
drive_above_1_share_pct=4.694
utilization_pct=38.19
fillers=1611
flops=0

[global_route]
grt_pass1_vias=4736
grt_max_degree=34
grt-ovfl-total=0
grt_pass1_wl_mm=23.50
track_usage_pct=17.63
antenna_found_initial=0

[floorplanning]
core-area_um2=15260
ios=102
die_h_um=127.1
die_w_um=127.1
dieArea_um2=16170
rows=45
initial_utilization_pct=30.79

[yosys]
synth_area_um2=4698
ys_seq_share_pct=0
ys_types=79
yosys_area_um2=4698
avgSynthCellArea_um2=6.712
synthCells=700
yosysWarningCount=3
ys_cells=700

[flow_run]
warning_count=98
maxCapViolCount=0

[place]
io_buffers=101
dp_cells=978
gp_congestion=0.9113
dpl.hpwl_mm=11.58

[drt]
drt_iter0_drc=319
vias=5171
final_antenna_net_count=0
wl_per_cell_um=14.68
dr.pass1.iters=5
via_per_inst=5.287
antenna_cells=0
drc=0
routed_wl_mm=14.36

[sta]
fin_setup_tns_ns=0
fin_crit_ns=10.64
tightestPinTransition_ns=0.7775
setup_viol=0
drv_slew=0
finalCritPeriodShare_pct=61.87
hold_viol=0
rsz0062_at_grt=false
max_slew_margin_pct=48.17
max_freq_ghz=0.09397

[worst_hold_path]
min_path_type=input port to output port

[clock_network]
post_cts_buffers=0
holdBufCountCts=0
cts-resized-gates=0

[outcome]
status=complete, no violations

[power_and_ir_drop]
p_leak_nw=2.625
ir_drop_mv=0.009212
power_density_nw_per_um2=28.68
p_total_mw=0.1671

## synth_stat cells, types with 7 or more instances
master     n  area, µm²
ha_1      98       1226
inv_1     94      352.8
nor2_1    76      285.3
a21oi_1   69      345.3
nand2_1   50      187.7
clkbuf_1  24      90.09
o221ai_1  21      183.9
o21ai_0   20      100.1
a221oi_1  19      166.4
a21o_1    15      112.6
nand3_1   14      70.07
o22ai_1   14      87.58
nor3_1    13      65.06
o21bai_1  11      82.58
nor4_1     7      43.79
o211ai_1   7      52.55
o21ai_1    7      35.03
xnor2_1    7      61.31
## layout make-up
| type | instances | area share, % |
|---|---|---|
| multi-input combinational | 566 | 71.35 |
| inverter | 95 | 6.120 |
| timing repair buffer | 106 | 17.99 |
| tap | 211 | 4.531 |
## path summary, 6_finish.rpt
kind / depth (start not counted) / start / slack [ns] / to
setup / recovery: 15 / iA[0] / 6.56 / oResult[30]
hold / removal: 5 / iControl[2] / 8.05 / oResult[0]
## routing by layer
layer | vias to the layer above | GRT usage, % | part of all wire (%)
met1 | 2372 | 26.08 | 50
met2 | 141 | 29.44 | 45
met5 | - | 0 | 0
met3 | 14 | 0.5546 | 3.9
met4 | 0 | 1.961 | 1.1
li1 | 2644 | - | -
## kinds of logic (layout without fill, tap and decap cells)
| family | count (synthesis) | count (layout) | synth area share [%] |
|---|---|---|---|
| adders and majority gates | 100 | 100 | 26.95 |
| AOI/OAI and AO/OA | 251 | 251 | 38.56 |
| muxes | 7 | 7 | 1.518 |
| and+or+nand+nor | 198 | 198 | 19.60 |
| buffers and inverters | 134 | 201 | 11.61 |
| xor gates and xnor gates | 9 | 9 | 1.678 |
| other | 1 | 1 | 0.07982 |
## per-stage QoR
| step | setup WS, ns | area [µm²] | hold slack, ns |
|---|---|---|---|
| after floorplan | 8.064 | 4698 | 6.971 |
| after global placement | 6.641 | 5827 | 8.060 |
| after detailed placement | 6.581 | 5827 | 8.041 |
| after CTS | 6.562 | 5827 | 8.054 |
| after global routing | 6.328 | 5827 | 8.115 |
| final | 6.558 | 5827 | 8.051 |
## power by group
| group | switching [mW] | leakage (nW) | total, mW | internal, mW |
|---|---|---|---|---|
| logic | 0.0911 | 2.62 | 0.167 | 0.0760 |
| clock network | 0 | 0 | 0 | 0 |
| registers | 0 | 0 | 0 | 0 |
## layout by cell type (no fill, tap or decap), drive strengths merged, types with 14 or more instances in the layout
cell           count
clkdlybuf4s50    101
ha                98
inv               94
nor2              78
a21oi             73
nand2             50
o21ai             29
o221ai            21
a221oi            20
a21o              15
nand3             14
o22ai             14
Power is estimated from default activity; no workload was simulated.
